--- /design/flow/config.mk ---
export PLATFORM = sky130hd
export DESIGN_NAME = async_fifo
export DESIGN_NICKNAME = async_fifo
export VERILOG_FILES = /design/flow/design.v
export SDC_FILE = /design/flow/constraint.sdc
export NUM_CORES = 4
export LEC_CHECK = 1
export CORE_UTILIZATION = 50
--- /design/flow/constraint.sdc ---
current_design async_fifo

set clk_period 3.4
set clk_io_pct 0.2

create_clock -name clk0 -period $clk_period [get_ports {r_clk}]
create_clock -name clk1 -period $clk_period [get_ports {w_clk}]

set non_clock_inputs [all_inputs -no_clocks]
set_input_delay [expr $clk_period * $clk_io_pct] -clock clk0 $non_clock_inputs
set_output_delay [expr $clk_period * $clk_io_pct] -clock clk0 [all_outputs]
--- /design/flow/design.v ---
module async_fifo #(parameter width = 8 , parameter depth = 16)(r_clk,w_clk,rst_w_n,rst_r_n,w_en,r_en,w_data,r_data,full,empty);
input w_clk;
input rst_w_n;
input w_en;
input [width-1:0] w_data;
output full;
input r_clk;
input rst_r_n;
input r_en;
output reg  [width-1:0] r_data;
output empty;
localparam bit_depth = $clog2(depth);
reg [width-1:0] fifo [0:depth-1];
reg [bit_depth:0] w_ptr_bin,r_ptr_bin;
wire [bit_depth:0] w_ptr_gray,r_ptr_gray;
reg [bit_depth:0] w_ptr_gray_sync1, w_ptr_gray_sync2;
reg [bit_depth:0] r_ptr_gray_sync1, r_ptr_gray_sync2;
assign w_ptr_gray = (w_ptr_bin >> 1) ^ w_ptr_bin;
assign r_ptr_gray = (r_ptr_bin >> 1) ^ r_ptr_bin;
always @(posedge w_clk or negedge rst_w_n) 
begin
    if (!rst_w_n) 
    begin
        w_ptr_bin <= 0;
    end 
    else if (w_en && !full)
    begin
        w_ptr_bin <= w_ptr_bin + 1;
    end 
end
always @(posedge w_clk)
begin
    if (w_en && !full)
        fifo[w_ptr_bin[bit_depth-1:0]] <= w_data;
end
always @(posedge r_clk or negedge rst_r_n)
begin
    if(!rst_r_n)
    begin
        r_ptr_bin <= 0;
    end
    else if(r_en && !empty)
    begin
       r_ptr_bin <= r_ptr_bin + 1; 
    end
end
always @(posedge r_clk or negedge rst_r_n)
begin
    if (!rst_r_n)
        r_data <= {width{1'b0}};
    else if (r_en && !empty)
        r_data <= fifo[r_ptr_bin[bit_depth-1:0]];
end
always @(posedge r_clk or negedge rst_r_n)  
begin
    if (!rst_r_n) begin
        w_ptr_gray_sync1 <= 0;
        w_ptr_gray_sync2 <= 0;
    end 
    else begin
        w_ptr_gray_sync1 <= w_ptr_gray;
        w_ptr_gray_sync2 <= w_ptr_gray_sync1;
    end
end
always @(posedge w_clk or negedge rst_w_n)  
begin
    if (!rst_w_n) begin
        r_ptr_gray_sync1 <=0;
        r_ptr_gray_sync2 <=0;
    end
    else begin 
        r_ptr_gray_sync1 <=r_ptr_gray;
        r_ptr_gray_sync2 <=r_ptr_gray_sync1;
    end
end
reg empty_reg, full_reg;
always @(posedge r_clk or negedge rst_r_n)
begin
    if (!rst_r_n)
        empty_reg <= 1'b1;    
    else
        empty_reg <= (r_ptr_gray == w_ptr_gray_sync2);
end
always @(posedge w_clk or negedge rst_w_n)
begin
    if (!rst_w_n)
        full_reg <= 1'b0;     
    else
        full_reg <= (w_ptr_gray =={~r_ptr_gray_sync2[bit_depth:bit_depth-1],r_ptr_gray_sync2[bit_depth-2:0]});
end
assign empty = empty_reg;
assign full  = full_reg;
endmodule
--- /design/flow/run.sh ---
#!/bin/bash
# OpenROAD 26Q1-2900-gdf79404cd8, Yosys 0.63+post, stock flow scripts
make -C /OpenROAD-flow-scripts/flow DESIGN_CONFIG=/design/flow/config.mk WORK_HOME=/design/flow/orfs finish
==> qor.csv <==
stage;metric;value;unit
clock_network;postcts setup bufs;0;
critical_path;CP max FO;40;
critical_path;CP Depth;5;
critical_path;WP buf/inv;1;
critical_path;Worst path top cell family by delay;flip-flops;
critical_path;CP Capture Type;flip-flop;
layout;share of cells above drive strength 1;9.481;%
critical_path;slowest CP cell;dfrtp_4;
yosys;Yosys top cell area share;58.27;%
critical_path;FF-to-FF Start;r_ptr_bin[1]$_DFFE_PN0P_;
yosys;ys cells;397;
route;Vias/cell;5.483;
outcome;status;finished, final reports clean;
global_route;largest net degree at the start of global routing;41;
sta;Final WS setup;1.302;ns
global_route;vias in the first global route;3519;
sta;final hold violations;0;
route;Routed WL;13250;um
critical_path;critical path class;flip-flop to flip-flop;
sta;Final Setup Violations;0;
critical_path;Worst R2R Path Depth;5;
yosys;Top area cell types;edfxtp_1 58%, dfrtp_1 15%, mux2i_1 9.7%, a22oi_1 2.7%, ha_1 2.3%;
global_route;Total GRT Usage;23.09;%
critical_path;critical path cell sequence;buf_4, mux2i_1, a22oi_1, nand4_1, nand3_1;
clock_network;# hold bufs at CTS;0;
clock_network;Sink Count;168;
yosys;Mean Syn Cell Area;16.62;sq um
critical_path;worst setup path endpoint;r_data[3]$_DFFE_PN0P_;
sta;unrepaired setup endpoints after global routing;no;
floorplan;Row Count;41;
pwr;Leakage;2.840;nW
yosys;Yosys cell types;27;
pwr;Power per Cell Area;906.2;mW/mm^2
layout;# fillers;980;
global_route;antenna violations before repair;0;
floorplan;Die H;116.9;um
route;Post-DRT Antenna Nets;0;
global_route;global-route wire length before repair;20150;um
floorplan;chip area;0.01366;sq mm
route;Pre-Repair DR Iteration Count;4;
floorplan;fp util;51.85;%
layout;Top cell excl fill/tap;edfxtp_1;
yosys;gate count of the mapped netlist;397;
sta;Worst Skew;0.006142;ns
layout;P&R area growth vs syn;16.03;%
yosys;post-synthesis sequential area ratio;73.46;%
yosys;Registers, synthesis;168;
sta;worst slew pin tran;0.7918;ns
pwr;maximum vdd drop;0.5352;mV
floorplan;I/O Pins;24;
yosys;post-synthesis instance area;0.006596;sq mm
placement;I/O Buffers;22;
critical_path;Crit. Startpoint;r_ptr_bin[1]$_DFFE_PN0P_;
placement;DP HPWL;8697;um
critical_path;CP startpoint kind;flip-flop;
floorplan;core area;0.01272;sq mm
layout;Top cells excl fill/tap;128 x edfxtp_1, 64 x mux2i_1, 38 x dfrtp_1, 30 x nand2_1, 24 x a22oi_1;
placement;GPL Wtd Cong;0.8611;
sta;max_slew headroom;47.05;%
sta;Setup TNS;0;ns
route;diode count;0;
flow_run;tool warnings;32;
clock_network;TritonCTS clock tree;built;
critical_path;Worst R2R End;r_data[3]$_DFFE_PN0P_;
sta;Final Max Slew Viols;0;
clock_network;Worst-path clk slew;0.06;ns
route;post-route DRC violation count;0;
placement;pre-CTS setup slack;1.098;ns
critical_path;R2R setup slack;1.30;ns
critical_path;crit path DRT;3.54;ns
layout;max FFs per register;128;
route;vias post-DR;3372;
yosys;Yosys top cell by area;edfxtp_1;
yosys;Yosys Chip Area;0.006596;sq mm
route;Avg WL per Cell;21.54;um
route;DRT iter0 DRCs;223;
hold_path;min-delay src;w_ptr_gray_sync1[0]$_DFF_PN0_;
global_route;grt ovf;0;
flow_run;Max Cap Violations;0;
critical_path;arrival time worst endpoint;2.24;ns
hold_path;Worst Hold Path Cells;0;
floorplan;die width;116.9;um
yosys;Synthesis Warnings;1;
hold_path;worst hold path class;flip-flop to flip-flop;
clock_network;post-CTS resize count;0;
critical_path;CP peak stage delay;0.88;ns
-- per-layer routing --
layer  vias to the layer above  part of all wire, %  track usage [%]
met5                         -                    0                0
met4                         0                  1.4            3.544
met3                        16                   10            11.96
met2                       135                   48            34.04
met1                      1660                   40            34.40
li1                       1561                    -                -
-- worst min-delay path by stage --
stage / endpoint
finish: w_ptr_gray_sync2[0]$_DFF_PN0_
CTS: w_ptr_gray_sync2[2]$_DFF_PN0_
global route: w_ptr_gray_sync2[2]$_DFF_PN0_
-- Yosys cell counts (all sizes together) --
| cell type | number |
|---|---|
| edfxtp | 128 |
| mux2i | 64 |
| dfrtp | 39 |
| nand2 | 30 |
| a22oi | 24 |
| nand3 | 19 |
| and3 | 16 |
| xnor2 | 15 |
| buf | 13 |
| ha | 12 |
| nand4 | 10 |
| clkbuf | 5 |
| xor2 | 5 |
| inv | 4 |
| nor2 | 4 |
| nor2b | 4 |
| and2 | 2 |
| dfstp | 1 |
| nand2b | 1 |
| o21ai | 1 |
-- final cells by class --
type	instances	area [sq um]	area share (%)
Clock buffer	21	504.2	6.588
Clock inverter	15	219.0	2.861
Inverter	4	15.01	0.1962
Multi-Input combinational cell	207	1585	20.71
Sequential cell	168	4850	63.36
Tap cell	172	215.2	2.812
Timing Repair Buffer	28	265.3	3.466
-- cell families after synthesis --
kind of cell	share of synthesized area, %
AND-OR/OR-AND	2.807
XOR/XNOR	2.656
adder cells (fa/ha/maj)	2.276
buffers and inverters	2.504
flip-flops	73.46
multiplexers	9.712
AND/OR/NAND/NOR	6.582
-- report_power, final --
group	internal, W	total (W)	switching, W
logic	0.000781	0.00173	0.000947
clock network	0.00146	0.00225	0.000791
registers	0.00263	0.00296	0.000326
-- stage by stage --
stage	util (%)	instances	cell area (sq um)	total power, W	hold slack [ns]
floorplan	-	397	6596	0.004167	0.3312
global placement	54.47	579	6930	0.004726	0.3316
detailed placement	54.47	579	6930	0.004740	0.3347
CTS	60.16	615	7654	0.007001	0.3493
global route	60.16	615	7654	0.007288	0.3527
finish	60.16	615	7654	0.006936	0.3456
Power and IR drop assume default switching activity.
